==> ./design.v <==
module matmult_kernel (Clk, Start, A_0, A_1, A_2, A_3, A_4, A_5, A_6, A_7,
                   A_8, A_9, A_10, A_11, A_12, A_13, A_14, A_15,
                   B_0, B_1, B_2, B_3, B_4, B_5, B_6, B_7,
                   B_8, B_9, B_10, B_11, B_12, B_13, B_14, B_15,
                   C, Rd_en, Rd_A_addr, Rd_B_addr, Wr_en, Wr_addr
);
input Clk, Start;
input signed [16-1:0] A_0, A_1, A_2, A_3, A_4, A_5, A_6, A_7;
input signed [16-1:0] A_8, A_9, A_10, A_11, A_12, A_13, A_14, A_15;
input signed [16-1:0] B_0, B_1, B_2, B_3, B_4, B_5, B_6, B_7;
input signed [16-1:0] B_8, B_9, B_10, B_11, B_12, B_13, B_14, B_15;
output reg Rd_en, Wr_en;
output reg [4-1:0] Rd_A_addr;
output reg [4-1:0] Rd_B_addr;
output reg [8-1:0] Wr_addr;
output [32-1:0] C;
reg [8:0] cycle_cnt=262;
always @(posedge Clk)
begin
    if(Start && cycle_cnt == 262)
    begin
        cycle_cnt<=0;
    end
    else if(cycle_cnt<262)
    begin
        cycle_cnt<=cycle_cnt+1;
    end
end
always @(posedge Clk)
begin
  if(cycle_cnt>=0 && cycle_cnt<(262-6)) begin
    Rd_en = 1'b1;
    Rd_A_addr<=cycle_cnt;
    Rd_B_addr<=Rd_A_addr;
  end
  else begin
    Rd_en = 1'b0;
    Rd_A_addr<=0;
    Rd_B_addr<=0;
  end
end
always @(posedge Clk)
begin
    if(cycle_cnt>=6 && cycle_cnt<262)
    begin
        Wr_en<=1;
        Wr_addr<=cycle_cnt-6;
    end
    else
    begin
        Wr_en<=0;
        Wr_addr<=0;
    end
end
reg [32-1:0] reg_state_1 [15:0];
reg [32-1:0] reg_state_2 [7:0];
reg [32-1:0] reg_state_3 [3:0];
reg [32-1:0] reg_state_4 [1:0];
reg [32-1:0] reg_state_5;
always@(posedge Clk)
begin
    reg_state_1[0] <= A_0*B_0;
    reg_state_1[1] <= A_1*B_1;
    reg_state_1[2] <= A_2*B_2;
    reg_state_1[3] <= A_3*B_3;
    reg_state_1[4] <= A_4*B_4;
    reg_state_1[5] <= A_5*B_5;
    reg_state_1[6] <= A_6*B_6;
    reg_state_1[7] <= A_7*B_7;
    reg_state_1[8] <= A_8*B_8;
    reg_state_1[9] <= A_9*B_9;
    reg_state_1[10] <= A_10*B_10;
    reg_state_1[11] <= A_11*B_11;
    reg_state_1[12] <= A_12*B_12;
    reg_state_1[13] <= A_13*B_13;
    reg_state_1[14] <= A_14*B_14;
    reg_state_1[15] <= A_15*B_15;
end
always@(posedge Clk)
begin
    reg_state_2[0] <= reg_state_1[0]+reg_state_1[1];
    reg_state_2[1] <= reg_state_1[2]+reg_state_1[3];
    reg_state_2[2] <= reg_state_1[4]+reg_state_1[5];
    reg_state_2[3] <= reg_state_1[6]+reg_state_1[7];
    reg_state_2[4] <= reg_state_1[8]+reg_state_1[9];
    reg_state_2[5] <= reg_state_1[10]+reg_state_1[11];
    reg_state_2[6] <= reg_state_1[12]+reg_state_1[13];
    reg_state_2[7] <= reg_state_1[14]+reg_state_1[15];
end
always@(posedge Clk)
begin
    reg_state_3[0] <= reg_state_2[0]+reg_state_2[1];
    reg_state_3[1] <= reg_state_2[2]+reg_state_2[3];
    reg_state_3[2] <= reg_state_2[4]+reg_state_2[5];
    reg_state_3[3] <= reg_state_2[6]+reg_state_2[7];
end
always@(posedge Clk)
begin
    reg_state_4[0] <= reg_state_3[0]+reg_state_3[1];
    reg_state_4[1] <= reg_state_3[2]+reg_state_3[3];
end
always@(posedge Clk)
begin
    reg_state_5 <= reg_state_4[0]+reg_state_4[1];
end
assign C=reg_state_5;
endmodule
==> ./run.sh <==
#!/bin/bash
# OpenROAD 26Q1-2900-gdf79404cd8, Yosys 0.63+post, stock flow scripts
make -C /OpenROAD-flow-scripts/flow DESIGN_CONFIG=/design/flow/config.mk WORK_HOME=/design/flow/orfs finish
==> ./config.mk <==
export PLATFORM = sky130hd
export DESIGN_NAME = matmult_kernel
export DESIGN_NICKNAME = matmult_kernel
export VERILOG_FILES = /design/flow/design.v
export SDC_FILE = /design/flow/constraint.sdc
export NUM_CORES = 4
export LEC_CHECK = 1
export CORE_UTILIZATION = 40
==> ./constraint.sdc <==
current_design matmult_kernel

set clk_period 23.0
set clk_io_pct 0.2

create_clock -name clk0 -period $clk_period [get_ports {Clk}]

set non_clock_inputs [all_inputs -no_clocks]
set_input_delay [expr $clk_period * $clk_io_pct] -clock clk0 $non_clock_inputs
set_output_delay [expr $clk_period * $clk_io_pct] -clock clk0 [all_outputs]
==> results.ini <==
[detailed_routing]
ant_nets=0
drc=0
via_per_inst=4.90
drt_wl_total_mm=510
drtIter0Drc=5777
drtPass1Iterations=6
vias=139000
wl_per_cell_um=17.9

[floorplanning]
chipArea_mm2=0.500
coreArea_mm2=0.495
fp.dieW_um=707
fp_util=0.402
io_pins=564
std_cell_rows=258
die_h_um=707

[critical_path]
critPathKind=input pin to flip-flop
crit_fanout=16
cp_data_required_time_ns=23.68
cp-end-kind=flip-flop
startpoint_type=input pin
critPathArrivalTime_ns=12.00

[flow_run]
drv_cap=0
log.warning_count=26

[placement]
gp_congestion=0.954
placed_cell_area_mm2=0.212
dp_hpwl_mm=431
io_buffer_count=563

[status]
outcome=completed

[finish]
synthToLayoutAreaGrowth_pct=8.86
drive_gt1_frac=0.0205
final_cell_area_mm2=0.217
nFillCells=47400

[logic_synthesis]
yosys-top-cells-count=inv_1, fa_1, nand2_1
ys_ff=1019
synthArstFlopShare=0
synthesis.area_mm2=0.199
synth_chip_area_mm2=0.199
ys_types=90
synth.top_cells.by_area=fa_1, ha_1, dfxtp_1
ff_type=dfxtp_1
yosys_warnings=5
top_cell_area_share=0.423
seq_area_frac_synth=0.103
most_common_cell=inv_1
ys_cells=21300
synth-edff-count=0
postSynthAreaPerCell_um2=9.32
top_area_cell=fa_1
syn_inst=21300

[clock_network]
clk_latency_ns=0.80
htreeDepth=3
clk_pin_slew_ns=0.07
ctsResizeCount=0
postCtsHoldBufs=0
cts_buffer_depth=3
cts.sinks=1019
cts_buffers=120
root_buffer=clkbuf_16
post_cts.repair.setup_buffers=0
cts_tree=done

[global_route]
grt-ovfl-total=0
grt_antenna_before_repair=112
grt_pass1_wl_mm=831
use_met1=0.325
grt_pass1_vias=148000
grtUsageMet2=0.344
grt-busiest-layer=met2
grt_max_degree=19
met3_usage=0.0744
gr-usage-all-layers=0.225

[sta]
finalCriticalPeriod_ns=11.33
rsz0062_at_grt=false
setup_tns_ns=0
drv_slew=0
final_hold_viol_count=0
whs_ns=0.421
min_period_over_period=0.493
finalSetupViolCount=0
skew_ns=0.113
slew-limit-headroom=0.296
fmax_ghz=0.0883
worstMarginPinSlew_ns=1.04

[worst_hold_path]
holdCritPathClass=flip-flop to flip-flop

==> sequential cells by signal (all words and copies together) (netlist names) <==
signal       count
Wr_addr          8
Wr_en            1
reg_state_2    256
Rd_A_addr        4
reg_state_1    512
reg_state_4     64
Rd_B_addr        4
cycle_cnt        9
Rd_en            1
reg_state_5     32
reg_state_3    128
==> placed cells by master (no fill, tap or decap), types with 21 or more instances in the layout <==
cell,synthesis,final
o21a_1,161,161
a221oi_1,21,21
and3_1,83,83
xor2_1,228,228
clkbuf_16,0,120
diode_2,0,67
buf_4,0,166
nand4_1,48,48
inv_1,4769,4769
and2_1,2009,2009
fa_1,4207,4207
nor3_1,149,149
nand2_1,2181,2181
o21ai_0,384,384
o21bai_1,115,115
a21oi_1,693,693
a211oi_1,65,65
a31oi_1,51,51
o211ai_1,42,42
clkdlybuf4s50_1,0,563
a2111oi_0,35,35
a21o_1,396,396
nor2_1,672,672
a21boi_0,26,26
ha_1,1779,1779
nand3_1,172,172
a211o_1,36,36
xnor2_1,754,754
o31ai_1,40,40
or3_1,46,46
nor2b_1,98,98
dfxtp_1,1019,1019
nand2b_1,178,178
==> layout make-up <==
type / count / area, µm² / share of cell area
diodes: 67 / 168 / 0.000774
clock buffers: 143 / 3200 / 0.0148
clock inverters: 81 / 1140 / 0.00528
inverters: 4769 / 17900 / 0.0827
multi-input cells: 15000 / 159000 / 0.732
flip-flops and latches: 1019 / 20400 / 0.0942
well taps: 6630 / 8300 / 0.0383
repair buffers: 729 / 6880 / 0.0318
==> per-stage QoR <==
stage / instances / util / setup slack, ns
final: 28400 / 0.438 / 11.67
after global routing: 28400 / 0.438 / 11.36
after CTS: 28400 / 0.438 / 11.73
after detailed placement: 28100 / 0.429 / 10.94
after global placement: 28100 / 0.429 / 11.00
after floorplan: 21300 / - / 12.40
==> cells by family after synthesis <==
kind of cell             after synthesis  share of synthesized area
AND-OR/OR-AND                       2294                     0.0753
XOR/XNOR                             982                     0.0432
buffers and inverters               5317                      0.100
adder cells (fa/ha/maj)             5986                      0.535
flip-flops                          1019                      0.103
AND/OR/NAND/NOR                     5735                      0.143
multiplexers                           5                   0.000252
==> per-layer routing <==
metal / vias to the layer above / wire length, µm
met4: 46 / 15300
met5: - / 287
met1: 69800 / 215000
met2: 3609 / 237000
met3: 615 / 41700
li1: 65400 / -
==> path summary, 6_finish.rpt <==
| check | startpoint | endpoint | slack, ns | cells past startpoint |
|---|---|---|---|---|
| worst max register to register | reg_state_2[3][0]$_DFF_P_ | reg_state_3[1][30]$_DFF_P_ | 18.87 | 13 |
| worst min register to register | reg_state_3[2][0]$_DFF_P_ | reg_state_4[1][0]$_DFF_P_ | 0.42 | 1 |
| worst min-delay path | reg_state_3[2][0]$_DFF_P_ | reg_state_4[1][0]$_DFF_P_ | 0.42 | 1 |
| worst max-delay path | A_10[7] | reg_state_1[10][24]$_DFF_P_ | 11.67 | 21 |
==> critical path, cell delays in order <==
cell and delay, ns:
clkdlybuf4s50_1 0.77, and2_1 0.37, fa_1 0.54, inv_1 0.05
fa_1 0.48, fa_1 0.50, fa_1 0.54, inv_1 0.05
fa_1 0.52, fa_1 0.43, ha_1 0.37, a21o_1 0.19
a21o_1 0.18, a21oi_1 0.19, o21ai_0 0.11, a221oi_1 0.63
a21oi_1 0.20, o31a_1 0.31, o31ai_1 0.38, or4b_1 0.47
o311ai_0 0.11
