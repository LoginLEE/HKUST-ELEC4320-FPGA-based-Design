--- flow/design.v ---
`timescale 1ns / 1ps
module median(
s1,
s2,
s3,
s4,
s5,
s6,
s7,
s8,
s9,
m
    );
input [7:0]s1;
input [7:0]s2;
input [7:0]s3;
input [7:0]s4;
input [7:0]s5;
input [7:0]s6;
input [7:0]s7;
input [7:0]s8;
input [7:0]s9;
output [7:0]m;
wire [7:0]x [0:38];
sort2 n1(s1,s2,x[2],x[1]);
sort2 n2(s4,s5,x[4],x[3]);
sort2 n3(s7,s8,x[6],x[5]);
sort2 n4(x[2],s3,x[8],x[7]);
sort2 n5(x[4],s6,x[10],x[9]);
sort2 n6(x[6],s7,x[12],x[11]);
sort2 n7(x[1],x[7],x[14],x[13]);
sort2 n8(x[3],x[9],x[16],x[15]);
sort2 n9(x[5],x[11],x[18],x[17]);
sort2 n10(x[13],x[15],x[20],x[19]);
sort2 n11(x[14],x[16],x[22],x[21]);
sort2 n12(x[10],x[12],x[24],x[23]);
sort2 n13(x[20],x[17],x[26],x[25]);
sort2 n14(x[22],x[18],x[28],x[27]);
sort2 n15(x[8],x[23],x[30],x[29]);
sort2 n16(x[21],x[27],x[32],x[31]);
sort2 n17(x[26],x[32],x[34],x[33]);
sort2 n18(x[34],x[29],x[36],x[35]);
sort2 n19(x[33],x[35],x[38],x[37]);
assign m = x[38];
endmodule
module sort2(a,b,min,max);
input [7:0]a;
input [7:0]b;
output [7:0]min;
output [7:0]max;
wire cmp;
compare c1(a,b,cmp);
mux m1(a,b,cmp,min);
mux m2(b,a,cmp,max);
endmodule
module mux(a,b,s,out1);
input [7:0]a;
input [7:0]b;
input s;
output [7:0]out1;
reg [7:0]out1;
always@(a,b,s)
begin
if(s==1'b1)
out1=a;
else
out1=b;
end
endmodule
module compare(a,b,out1);
input [7:0]a;
input [7:0]b;
output out1;
reg out1;
always@(a,b)
begin
if(a<b)
out1=1'b1;
else
out1=1'b0;
end
endmodule
--- flow/run.sh ---
#!/bin/bash
# OpenROAD 26Q1-2900-gdf79404cd8, Yosys 0.63+post, stock flow scripts
make -C /OpenROAD-flow-scripts/flow DESIGN_CONFIG=/design/flow/config.mk WORK_HOME=/design/flow/orfs finish
--- flow/config.mk ---
export PLATFORM = sky130hd
export DESIGN_NAME = median
export DESIGN_NICKNAME = median
export VERILOG_FILES = /design/flow/design.v
export SDC_FILE = /design/flow/constraint.sdc
export NUM_CORES = 4
export LEC_CHECK = 1
export CORE_UTILIZATION = 30
--- flow/constraint.sdc ---
current_design median

set clk_period 28.6
set clk_io_pct 0.2

create_clock -name clk0 -period $clk_period

set non_clock_inputs [all_inputs -no_clocks]
set_input_delay [expr $clk_period * $clk_io_pct] -clock clk0 $non_clock_inputs
set_output_delay [expr $clk_period * $clk_io_pct] -clock clk0 [all_outputs]
==> results.sh <==
# yosys + openroad results
export IMPL_yosys_cells=968
export IMPL_critPathKind="in -> out"
export IMPL_grt_pass1_wl_mm=30.26
export IMPL_top_cells_by_area="ha_1 (23%), mux2i_1 (11%), a21oi_1 (8.2%), inv_1 (6.4%), o21ai_0 (5.6%)"
export IMPL_crit_path_max_incr_delay_ps=550
export IMPL_wire_per_inst_um=14.13
export IMPL_yosys_warnings=3
export IMPL_slew_viol_final=0
export IMPL_drt_iter0_markers=334
export IMPL_placementRows=54
export IMPL_initCoreUtil=0.3053
export IMPL_ctsHoldBuffers=0
export IMPL_worst_pin_slew_ps=749.1
export IMPL_vias=6848
export IMPL_use_met2=0.2608
export IMPL_drc=0
export IMPL_synth_avg_cell_area_sq_um=6.883
export IMPL_layout_top_cells="ha_1 (125), inv_1 (114), a21oi_1 (104), nor2_1 (88), nand2_1 (82)"
export IMPL_fill_cells=2301
export IMPL_regArea_sq_um=0
export IMPL_wl_mm=18.81
export IMPL_critPathSlowestCell="a221oi_1"
export IMPL_drive_gt1_frac=0.1066
export IMPL_netlist_area_sq_mm=0.006663
export IMPL_dp_slack_ps=191.4
export IMPL_layout_cells_most_common="ha_1"
export IMPL_synth_chip_area_sq_mm=0.006663
export IMPL_startpoint_type="primary input"
export IMPL_num_io_pins=80
export IMPL_vias_per_cell=5.145
export IMPL_tns_ps=0
export IMPL_synth_cells=968
export IMPL_die_x_um=151.0
export IMPL_holdWs_ps=12940
export IMPL_grt_pass1_vias=6110
export IMPL_drtPass1Iterations=5
export IMPL_ys_seq_share=0
export IMPL_grt_overflow_total=0
export IMPL_fin_ws_ps=1218
export IMPL_finalCriticalPeriod_ps=27380
export IMPL_use_met1=0.2605
export IMPL_drv_cap=0
export IMPL_fmax_mhz=36.52
export IMPL_seq_cells=0
export IMPL_path_max_fanout=13
export IMPL_outcome="finished, final reports clean"
export IMPL_endpoint_kind="output pin"
export IMPL_clkbuf_count=0
export IMPL_rsz0062_at_grt="false"
export IMPL_grt_use_met3=0.004608
export IMPL_ant_nets=0
export IMPL_synth_distinct_cells=77
export IMPL_worst_hold_path_type="in -> out"
export IMPL_relSlewSlack=0.4927
export IMPL_grt_usage=0.1675
export IMPL_worstPathRequired_ps=22880
export IMPL_fin_crit_sh=0.9574
export IMPL_synth_area_leader_cell="ha_1"
export IMPL_synth_top_area_share=0.2347
export IMPL_grt_max_degree=25
export IMPL_antenna_cells_inserted=0
export IMPL_final_hold_viol_count=0
export IMPL_place_gp_congestion=0.9298
export IMPL_core_sq_mm=0.02182
export IMPL_hpwl_mm=16.22
export IMPL_port_buffers=72
export IMPL_die_h_um=151.0
export IMPL_grt_busiest_layer="met2"
export IMPL_log_warning_count=40
export IMPL_syn2layout_area_growth_pct=19.70
export IMPL_dieArea_sq_mm=0.02281
export IMPL_cp_arrival_ps=21660
export IMPL_antenna_found_initial=0
export IMPL_final_setup_viol_count=0
## per-layer routing
layer / routed length, um / up-vias
met5: 0 / -
met4: 306 / 0
met3: 558 / 12
met2: 7745 / 107
met1: 10200 / 3003
li1: - / 3726
## cell families after synthesis
group / synth area share
AOI/OAI and AO/OA: 0.3249
and+or+nand+nor: 0.1731
xor gates and xnor gates: 0.001315
adders and majority gates: 0.2394
muxes: 0.1773
buffers and inverters: 0.08394
## worst paths after layout
check	from	depth (start not counted)	end	slack [ps]
worst max-delay path	s2[1]	69	m[0]	1220
worst min-delay path	s3[2]	7	m[2]	12940
## worst max-delay path: cells and delay by family
family                     cells  cell delay (ps)
muxes                          6             1930
buffers and inverters          7             1910
adders and majority gates      9             2750
AOI/OAI and AO/OA             32             6860
and+or+nand+nor               15             2480
## final cells by class
class,instances,area (sq um),share of cell area
repair buffers,111,1026,0.1286
multi-input cells,826,6171,0.7738
inverters,114,427.9,0.05366
well taps,280,350.3,0.04393
## cells in the mapped netlist (all sizes together), types with 4 or more instances
| cell | count |
|---|---|
| nor2 | 90 |
| mux2 | 36 |
| and3 | 5 |
| nand3 | 15 |
| nor2b | 10 |
| or2 | 6 |
| o211ai | 4 |
| a21oi | 110 |
| ha | 125 |
| clkbuf | 19 |
| a211o | 9 |
| a21boi | 4 |
| o21ai | 81 |
| buf | 9 |
| o311ai | 4 |
| a211oi | 12 |
| or3 | 7 |
| o22ai | 4 |
| inv | 114 |
| o21a | 11 |
| o31ai | 7 |
| nand2b | 9 |
| mux2i | 76 |
| a221oi | 5 |
| nand2 | 84 |
| nand4 | 11 |
| a31oi | 9 |
| a21o | 35 |
| nor3 | 9 |
## timing repair
action,4_1_cts,5_1_grt
buffers inserted,0,13
endpoints found under the setup margin,0,8
gates resized,0,23
endpoints found under the hold margin,0,0
## stage by stage
stage / utilization / instance area, sq um / instances
2_1_floorplan: - / 6663 / 968
3_3_place_gp: 0.3579 / 7810 / 1318
3_5_place_dp: 0.3579 / 7810 / 1318
4_1_cts: 0.3579 / 7810 / 1318
5_1_grt: 0.3654 / 7975 / 1331
6_report: 0.3654 / 7975 / 1331
